==> flow/run.sh <==
#!/bin/bash
# OpenROAD 26Q1-2900-gdf79404cd8, Yosys 0.63+post, stock flow scripts
make -C /OpenROAD-flow-scripts/flow DESIGN_CONFIG=/design/flow/config.mk WORK_HOME=/design/flow/orfs finish
==> flow/config.mk <==
export PLATFORM = sky130hd
export DESIGN_NAME = keypad_handler
export DESIGN_NICKNAME = keypad_handler
export VERILOG_FILES = /design/flow/design.v
export SDC_FILE = /design/flow/constraint.sdc
export NUM_CORES = 4
export LEC_CHECK = 1
export CORE_AREA = 10 10 92 92
export DIE_AREA = 0 0 102 102
==> flow/constraint.sdc <==
current_design keypad_handler

set clk_period 2.5
set clk_io_pct 0.2

create_clock -name clk0 -period $clk_period [get_ports {counter}]

set non_clock_inputs [all_inputs -no_clocks]
set_input_delay [expr $clk_period * $clk_io_pct] -clock clk0 $non_clock_inputs
set_output_delay [expr $clk_period * $clk_io_pct] -clock clk0 [all_outputs]
==> flow/design.v <==
module keypad_handler(
	input logic [31:0] counter, 
	input logic [3:0] col,
	output logic [3:0] row,
	output logic pressed,
	output logic [3:0] bin
	);
	logic [7:0] rowcol;
	logic [3:0] pressedarr;
	logic [3:0] storedpressedarr;
	enum logic [5:0] {zero,one,two,three,four,five,six,seven,eight,nine,a,b,c,d,e,f,none} num, temp;
	assign pressed = |storedpressedarr;  
	assign rowcol = {row[3],row[2],row[1],row[0],col[3],col[2],col[1],col[0]};
	always_ff@(posedge counter[13])  begin  
		case(counter[18:17])  
			2'b00: begin row <= 4'b0001;  pressedarr[0] <= (temp != none); end
			2'b01: begin row <= 4'b0010;  pressedarr[1] <= (temp != none); end
			2'b10: begin row <= 4'b0100;  pressedarr[2] <= (temp != none); end
			2'b11: begin row <= 4'b1000;  pressedarr[3] <= (temp != none); end
		endcase
	end
	always_ff@(posedge counter[13]) begin  
		case(counter[18:17])  
			2'b00: begin storedpressedarr[0] <= |pressedarr; end
			2'b01: begin storedpressedarr[1] <= |pressedarr; end
			2'b10: begin storedpressedarr[2] <= |pressedarr; end
			2'b11: begin storedpressedarr[3] <= |pressedarr; end
		endcase	
	end
	always_ff@(posedge counter[13]) begin  
		if(temp != none) begin
			num = temp;
		end
	end
	always_comb
		case(rowcol)
			8'b00010001: temp = one;
			8'b00010010: temp = two;
			8'b00010100: temp = three;
			8'b00011000: temp = a;
			8'b00100001: temp = four;
			8'b00100010: temp = five;
			8'b00100100: temp = six;
			8'b00101000: temp = b;
			8'b01000001: temp = seven;
			8'b01000010: temp = eight;
			8'b01000100: temp = nine;
			8'b01001000: temp = c;
			8'b10000001: temp = e;
			8'b10000010: temp = zero;
			8'b10000100: temp = f;
			8'b10001000: temp = d;
		default
			temp = none;
		endcase
	always_comb
		case(num)
			zero: bin = 4'b0000;
			one: bin = 4'b0001;
			two: bin = 4'b0010;
			three: bin = 4'b0011;
			four: bin = 4'b0100;
			five: bin = 4'b0101;
			six: bin = 4'b0110;
			seven: bin = 4'b0111;
			eight: bin = 4'b1000;
			nine: bin = 4'b1001;
			a: bin = 4'b1010;
			b: bin = 4'b1011;
			c: bin = 4'b1100;
			d: bin = 4'b1101;
			e: bin = 4'b1110;
			f: bin = 4'b1111;
		default
				bin = 4'b0000;
		endcase
endmodule
==> Changelog: implementation <==
### Physical design

* Outcome: complete, no violations
* Critical path's slowest cell: or4_1
* Instance count after placement with tap cells included at 189
* First drt pass iteration count at 4
* Maximum number of pins on one net before global-route repair at 14
* Number of standard cells reported by yosys at 104
* Area after DPL at 1320 um^2
* Post-synth EDFFs at 13
* Max frequency at 489 MHz
* Ys flop type: edfxtp_1
* Total setup violations reported at the end of the flow at 0
* Setup TNS at 0 ns
* Family of cells with the greatest summed delay on the critical path: simple AND/OR/NAND/NOR gates
* Number of maximum-capacitance violations at 0
* Synthesized instance count at 104
* Vias in the first global route at 1024
* Die Span X at 102 um
* GRT Total Usage at 5.08%
* Hold Vio Cnt, Final at 0
* Number of setup buffers added after CTS at 0
* Insertion delay of the later-clocked pin in the worst-skew pair at 0.23 ns
* Clock-pin slew on the worst setup and hold paths at 0.06 ns
* Post-route cell area at 1620 um^2
* Hpwl dp at 1.66 mm
* Yosys chip area at 1120 um^2
* YS warnings at 1
* Slowest cell delay on critical path at 0.53 ns
* Worst VDD drop at 0.000934 V
* Highest net fanout along the worst path at 1
* Share of final-layout standard cells stronger than drive strength 1 at 23.9%
* CP Launch Type: flop
* Chip height at 102 um
* Clock tree from TritonCTS: done
* Max-slew violation count at 0
* Time the final worst path needs with I/O delays and setup at 2.04 ns
* Cell resize tally after clock tree synthesis at 0
* Number of vias in the routed layout at 854
* Met2 track utilization from global routing at 5.48%
* Final worst-path setup slack at 0.456 ns
* Met1 usage in global routing at 5.40%
* Busiest grt layer: met2
* Vias per std cell at 4.05
* Routing usage on met3 at 4.77%
* Worst setup EP type: output port
* Sequential-to-total area share from yosys stat at 48.9%
* Number of antenna violations at the first check in global routing at 0
* Seq cells post-synth at 21
* Wire length of the first global-routing pass at 4.08 mm
* Hold Path Class: clk -> reg
* Hold_buf cts at 0
* Count of fill cells added during filler insertion at 670
* RD Place Congestion at 0.828
* CP bufs+invs at 1
* Transition time of the tightest slew-check pin at 0.602 ns
* Area added between synthesis and finish at 43.8%
* Worst Path Class, Setup: reg -> out
* Cells along the critical path: or4_1 -> clkdlybuf4s50_1
* Final antenna-violating net count at 0
* Power density relative to cell area at 1010 nW/um^2
* Fraction of synthesis flops using an asynchronous set or reset pin at 0%
* Syn_area_per_cell at 10.8 um^2
* Initial DRC count at 50
* Tightest hold margin at 0.0464 ns
* Total Wirelength at 2.49 mm
* Placement Rows at 29
* Worst relative slew slack at 59.3%
* Total of buffers placed on input and output ports at 13
* Post-route DRC violation count at 0
* Wirelength per Cell at 11.8 um
* Top-Level Pins at 45
* Diodes inserted at 0
* Initial standard-cell utilization of the core at 17.4%
* Pre-CTS setup slack at 0.276 ns
* Cell area after synthesis at 1120 um^2
* Distinct cell type count of the synthesized netlist at 35
* Worst clock skew on the final layout at 0.000236 ns
* Setup repair after global routing missed its margin: false
* Die area at 10400 um^2
* WP data arrival at 1.54 ns
* Area of the core at 6460 um^2
* OpenROAD warning count at 127
* Aggregate global routing overflow at 0
* Leakage dissipation at 0.575 nW
* Final clock period utilization by the worst path at 81.8%
* Required time of the critical path at 2.00 ns
* Final Non-Filler Cells at 211
-- worst min-delay path: cells and delay by family --
kind / cells / cell delay, ns
and+or+nand+nor: 1 / 0.03
buffers and inverters: 2 / 0.21
-- final cells by class --
class                   count  area [um^2]  area share [%]
flip-flops and latches     21          551            34.0
multi-input cells          68          495            30.6
clock buffers              21          289            17.9
repair buffers             16          153            9.44
well taps                  77         96.3            5.96
inverters                   7         26.3            1.62
clock inverters             1         7.51           0.464
-- stage by stage --
| step | power [W] | utilization (%) |
|---|---|---|
| after CTS | 0.00176 | 25.0 |
| after detailed placement | 0.000672 | 20.5 |
| after global routing | 0.00182 | 25.0 |
| after floorplan | 0.000640 | - |
| final | 0.00164 | 25.0 |
| after global placement | 0.000670 | 20.5 |
-- per-layer routing --
metal  part of all wire, %  up-vias
met5                     0        -
met4                   4.3        0
met3                   8.7       14
met2                    40       33
met1                    47      371
li1                      -      436
-- placed cells by master, fill, tap and decap left out, types with 2 or more instances in the layout --
cell	instances
nand2b_1	4
o21ai_0	7
inv_1	6
and2_1	3
dfxtp_1	8
edfxtp_1	13
buf_4	3
a21o_1	2
xor2_1	5
nor4b_1	3
clkbuf_8	21
or4_1	2
o211ai_1	2
xnor2_1	3
clkdlybuf4s50_1	13
a31oi_1	2
nor2b_1	8
nor3_1	4
nand2_1	2
nor2_1	6
-- final timing paths --
kind                            slack [ns]  depth (start not counted)  endpoint                start
worst min-delay path                  0.05                          3    row[0]          counter[18]
worst max-delay path                  0.46                          2   pressed  storedpressedarr[1]
worst max register to register        0.72                          5      flop               row[1]
worst min register to register        0.45                          1      flop               num[2]
-- cell families (layout without fill, tap and decap cells) --
group                     Yosys count  after routing  synth area share, %
AOI/OAI and AO/OA                  24             24                 18.4
xor gates and xnor gates            8              8                 6.23
buffers and inverters              15             45                 7.01
DFF                                21             21                 48.9
and+or+nand+nor                    36             36                 19.5
-- synth_stat cells (2+ instances only) --
cell type | n | area, um^2
xnor2_1 | 3 | 26.3
nor2_1 | 6 | 22.5
nor3_1 | 4 | 20.0
a21o_1 | 2 | 15.0
inv_1 | 6 | 22.5
buf_2 | 6 | 30.0
nor2b_1 | 8 | 50.1
nor4b_1 | 3 | 26.3
dfxtp_1 | 8 | 160
edfxtp_1 | 13 | 390
buf_6 | 2 | 22.5
nand2b_1 | 4 | 25.0
and2_1 | 3 | 18.8
nand2_1 | 2 | 7.51
xor2_1 | 5 | 43.8
or4_1 | 2 | 15.0
a31oi_1 | 2 | 12.5
o21ai_0 | 7 | 35.0
o211ai_1 | 2 | 15.0
-- where the power goes --
part	internal, W	switching, W	total (W)
Sequential	0.000481	0.0000150	0.000496
Combinational	0.0000335	0.0000307	0.0000643
Clock	0.000780	0.000298	0.00108
Power figures rest on the tool's default switching activity, not on a simulated workload.
