==> ./design.v <==
module sevensegLUT( input logic [3:0] s, output logic [6:0] seg );
	always_comb
		case(s)
			4'b0000: seg = 7'b0000001;  
			4'b0001: seg = 7'b1001111;  
			4'b0010: seg = 7'b0010010;  
			4'b0011: seg = 7'b0000110;  
			4'b0100: seg = 7'b1001100;  
			4'b0101: seg = 7'b0100100;  
			4'b0110: seg = 7'b0100000;  
			4'b0111: seg = 7'b0001111;  
			4'b1000: seg = 7'b0000000;  
			4'b1001: seg = 7'b0001100;  
			4'b1010: seg = 7'b0001000;  
			4'b1011: seg = 7'b1100000;  
			4'b1100: seg = 7'b0110001;  
			4'b1101: seg = 7'b1000010;  
			4'b1110: seg = 7'b0110000;  
			4'b1111: seg = 7'b0111000;  
		default
			seg = 7'b1111111; 
		endcase
endmodule
==> ./run.sh <==
#!/bin/bash
# OpenROAD 26Q1-2900-gdf79404cd8, Yosys 0.63+post, stock flow scripts
make -C /OpenROAD-flow-scripts/flow DESIGN_CONFIG=/design/flow/config.mk WORK_HOME=/design/flow/orfs finish
==> ./config.mk <==
export PLATFORM = sky130hd
export DESIGN_NAME = sevensegLUT
export DESIGN_NICKNAME = sevensegLUT
export VERILOG_FILES = /design/flow/design.v
export SDC_FILE = /design/flow/constraint.sdc
export NUM_CORES = 4
export LEC_CHECK = 1
export CORE_AREA = 10 10 70 70
export DIE_AREA = 0 0 80 80
==> ./constraint.sdc <==
current_design sevensegLUT

set clk_period 1.1
set clk_io_pct 0.2

create_clock -name clk0 -period $clk_period

set non_clock_inputs [all_inputs -no_clocks]
set_input_delay [expr $clk_period * $clk_io_pct] -clock clk0 $non_clock_inputs
set_output_delay [expr $clk_period * $clk_io_pct] -clock clk0 [all_outputs]
==> changes_impl.md <==
## Flow update

- Power density relative to cell area: 357 mW/mm^2
- CP max-delay cell: or3b_1
- Portion of synthesized cell area occupied by the leading cell type: 28.3%
- Number of antenna violations at the first check in global routing: 0
- Sequential cell area: 0 um^2
- Count of pins over their slew limit: 0
- Final Power: 249 uW
- Post-Syn Area per Cell: 6.98 um^2
- Final Hold Slack: 0.768 ns
- Total of hold buffers inserted after clock tree synthesis: 0
- Detailed Place HPWL: 729 um
- Sum of routed wire length over all layers: 1060 um
- Pin count of the biggest net entering global routing: 10
- Non-filler cells in the finished layout: 109
- Tot GR Track Use: 3.35%
- Sw Ratio: 42.7%
- Synth warnings: 1
- Most frequent logic cell in the layout: buf_6
- Library cell with the largest summed area after synthesis: ha_1
- Number of buffers and inverters on the critical path: 3
- Post-layout period usage: 121%
- Wire length of the first global-routing pass: 1860 um
- Place WS: -1.15 ns
- CP max FO: 4
- Run status: finished with violations
- Leakage dissipation: 0.286 nW
- Share of power burned in combinational logic: 100.0%
- Number of inserted diodes: 0
- Fmax achieved: 752 MHz
- Sequential element share of the synthesized area: 0%
- Met3 usage: 0.682%
- Y dimension of the die: 80 um
- Placer's final routability congestion estimate: 0.798
- Yosys cell count: 38
- Distinct cell type count of the synthesized netlist: 19
- Clk network pwr share: 0%
- Area of the placeable core: 0.00342 mm^2
- Required time of the worst setup path: 0.88 ns
- Site Rows: 21
- Kind of launch point of the worst setup path: input pin
- Critical Path Max Stage Delay: 0.36 ns
- Total number of vias: 368
- Num sequential: 0
- Total net switching power: 107 uW
- Cell types occupying the most area after synthesis: ha_1 (28%), nor2_1 (8.5%), o21ai_1 (7.5%), o32ai_2 (6.1%), a21oi_1 (5.7%)
- Final setup margin: -0.230 ns
- Tally of clock buffers in the finished layout: 0
- Internal power: 143 uW
- Core Util at FP: 7.77%
- Number of nets with antenna violations after detailed routing: 0
- Number of detailed-routing iterations run before antenna repair: 4
- YS chip area: 265 um^2
- Part of the total power dissipated in sequential elements: 0%
- Dominant logic cell types in the final layout: buf_6 (10), buf_2 (7), buf_4 (7)
- Horizontal die size: 80 um
- Chip area: 0.00640 mm^2
- Layout overhead on the synthesized area: 164%
- Dominant delay contributor by cell family on the critical path: simple AND/OR/NAND/NOR gates
- Remaining routing DRC violations: 0
- Total instance count after detailed placement: 107
- 1st-iter DRT viols: 1
- GRT busiest layer: met2
- Fraction of met1 tracks used by global routing: 4.02%
- Synthesized instance count: 38
- Total number of warnings across the stage logs: 39
- Crit-path cells: buf_12, inv_8, ha_4, nor2b_2, or3b_1, o31ai_2, buf_2
- Total gr overflow: 0
- Share of the core filled with cells: 20.5%
- Crit path capture type: output port
- GRT met2 Usage: 6.18%
- Setup repair after global routing missed its margin: true
- Final count of hold timing violations: 0
- Cell area after synthesis: 265 um^2
- Routed via count divided by cell count: 3.38
- Worst slew slack as a fraction of its limit: 88.2%
- Slew at the pin closest to its max-slew limit: 0.176 ns
- Layout cells sized above 1: 81.0%
- Wirelength per Cell: 9.76 um
- Shortest period the worst path allows: 1.33 ns
- Arrival time at the worst endpoint: 1.11 ns
- Tightest Hold Check Type: input pin to output port
- # setup viols final: 7
- Io pins: 11
- Count of input and output buffers: 11
- Total negative slack: -0.820 ns
- Violated checks: setup timing
- Final Cell Area: 699 um^2
- VDD IR-drop max: 171 uV
- Placed cell area: 538 um^2
- Maximum Capacitance Violations: 0
- Vias in the first global route: 413
- Critical path type: input pin to output port
## Yosys cell counts
cell	number
inv_1	2
nand2_1	2
nand3_1	3
buf_4	1
o31ai_1	1
inv_2	1
a21boi_1	1
or3b_1	1
nor2b_1	1
mux2_2	1
ha_1	6
o21ai_0	1
o32ai_2	1
o21ai_1	4
a22o_1	1
nor2_1	6
mux2_4	1
a21oi_1	3
buf_2	1
## repair_timing
action	CTS	global route
pin swaps	11	3
setup endpoints to repair	7	7
buffers inserted	2	0
gates resized	79	10
## per-layer routing
layer / vias to the layer above / wire, um
met5: - / 0
met1: 174 / 432
met3: 0 / 39
met4: 0 / 0
li1: 188 / -
met2: 6 / 592
## power by group through the flow
stage     Combinational [mW]  Sequential [mW]  Clock (mW)
6_report               0.249                0           0
5_1_grt                0.272                0           0
4_1_cts                0.239                0           0
## cell type report
| class | instances | area, um^2 |
|---|---|---|
| Fill cell | 390 | 2720 |
| Multi-Input combinational cell | 33 | 370 |
| Timing Repair Buffer | 27 | 245 |
| Tap cell | 46 | 57.6 |
| Inverter | 3 | 26.3 |
## cell families (layout without fill, tap and decap cells)
family                     after synthesis  in the layout  share of synthesized area [%]
adders and majority gates                6              6                           28.3
buffers and inverters                    5             30                           8.96
and+or+nand+nor                         13             13                           22.6
muxes                                    2              2                           9.90
AOI/OAI and AO/OA                       12             12                           30.2
## final timing paths
check	start	to	slack, ns	cells past startpoint
worst max-delay path	s[1]	seg[6]	-0.23	7
worst min-delay path	s[3]	seg[5]	0.77	3
Power and IR drop assume default switching activity.
